$ cat run.sh
#!/bin/bash
# OpenROAD 26Q1-2900-gdf79404cd8, Yosys 0.63+post, stock flow scripts
make -C /OpenROAD-flow-scripts/flow DESIGN_CONFIG=/design/flow/config.mk WORK_HOME=/design/flow/orfs finish
$ cat config.mk
export PLATFORM = sky130hd
export DESIGN_NAME = UART_RX
export DESIGN_NICKNAME = UART_RX
export VERILOG_FILES = /design/flow/design.v
export SDC_FILE = /design/flow/constraint.sdc
export NUM_CORES = 4
export LEC_CHECK = 1
export CORE_UTILIZATION = 40
$ cat constraint.sdc
current_design UART_RX

set clk_period 4.5
set clk_io_pct 0.2

create_clock -name clk0 -period $clk_period [get_ports {clk}]

set non_clock_inputs [all_inputs -no_clocks]
set_input_delay [expr $clk_period * $clk_io_pct] -clock clk0 $non_clock_inputs
set_output_delay [expr $clk_period * $clk_io_pct] -clock clk0 [all_outputs]
$ cat design.v
module FSM (
    input clk,
    input rst_n,
    input RX_IN,
    input PAR_EN,
    input [3:0] bit_cnt,       
    input [5:0] edge_cnt,      
    input [5:0] prescale,
    input par_err,
    input stp_err,
    input strt_glitch,
    output reg enable,
    output reg par_chk_en,
    output reg strt_chk_en,
    output reg stp_chk_en,
    output reg dat_samp_en,
    output reg deser_en,
    output reg data_valid
);
reg [2:0] current_state;
reg [2:0] next_state;
localparam IDLE          = 3'b000;
localparam START_CHECK   = 3'b001;
localparam DATA_SAMPLING = 3'b011;
localparam PARITY_CHECK  = 3'b010;
localparam STOP_CHECK    = 3'b110;
always @(posedge clk or negedge rst_n) begin
    if (!rst_n) begin
        current_state <= IDLE;
    end 
    else begin
        current_state <= next_state;
    end
end
always @(*) begin
    case (current_state)
        IDLE: begin
            if (!RX_IN) begin
                next_state = START_CHECK;
            end 
            else begin
                next_state = IDLE;
            end
        end
        START_CHECK: begin
            if(strt_glitch) begin
                next_state = IDLE;
            end
            else begin
                if(edge_cnt == (prescale - 1)) begin    
                    next_state = DATA_SAMPLING;
                end
                else begin
                    next_state = START_CHECK;  
                end
            end
        end
        DATA_SAMPLING: begin
            if ((bit_cnt < 4'h9) && (edge_cnt < prescale)) begin
                next_state = DATA_SAMPLING;
            end 
            else begin
                if(PAR_EN) begin
                    next_state = PARITY_CHECK;
                end
                else begin
                    next_state = STOP_CHECK;
                end
            end
        end
        PARITY_CHECK: begin
            if(edge_cnt == (prescale - 1)) begin
                next_state = STOP_CHECK;
            end
            else begin
                next_state = PARITY_CHECK;
            end
        end
        STOP_CHECK: begin
            if(edge_cnt == (prescale - 1)) begin
                if(RX_IN) begin
                    next_state = IDLE;
                end
                else begin
                    next_state = START_CHECK;  
                end
            end
            else begin
                next_state = STOP_CHECK;
            end
        end
        default: begin
            next_state = IDLE;
        end
    endcase
end
always @(*) begin
    enable = 1'b0;
    par_chk_en = 1'b0;
    strt_chk_en = 1'b0;
    stp_chk_en = 1'b0;
    dat_samp_en = 1'b0;
    deser_en = 1'b0;
    data_valid = 1'b0;
    case (current_state)
        IDLE: begin
            enable = 1'b0;
            par_chk_en = 1'b0;
            strt_chk_en = 1'b0;
            stp_chk_en = 1'b0;
            dat_samp_en = 1'b0;
            deser_en = 1'b0;
            data_valid = 1'b0;
        end
        START_CHECK: begin
            enable = 1'b1;
            par_chk_en = 1'b0;
            if(edge_cnt == (prescale >> 1) + 1) begin
                strt_chk_en = 1'b1;  
            end else begin
                strt_chk_en = 1'b0;  
            end
            stp_chk_en = 1'b0;
            dat_samp_en = 1'b1;
            deser_en = 1'b0;
            data_valid = 1'b0;
        end
        DATA_SAMPLING: begin
            enable = 1'b1;
            par_chk_en = 1'b0;  
            strt_chk_en = 1'b0;
            stp_chk_en = 1'b0;
            dat_samp_en = 1'b1;
            if(edge_cnt == ((prescale >> 1) + 1)) begin
                deser_en = 1'b1;  
            end else begin
                deser_en = 1'b0;  
            end
            data_valid = 1'b0;
        end
        PARITY_CHECK: begin
            enable = 1'b1;
            if(edge_cnt == (prescale >> 1) + 2) begin
                par_chk_en = 1'b1;  
            end else begin
                par_chk_en = 1'b0;  
            end
            strt_chk_en = 1'b0;
            stp_chk_en = 1'b0;
            dat_samp_en = 1'b1;
            deser_en = 1'b0;
            data_valid = 1'b0;
        end
        STOP_CHECK: begin
            enable = 1'b1;
            par_chk_en = 1'b0;
            strt_chk_en = 1'b0;
            if(edge_cnt == (prescale >> 1) + 1) begin
                stp_chk_en = 1'b1;  
            end else begin
                stp_chk_en = 1'b0;  
            end
            dat_samp_en = 1'b1;
            deser_en = 1'b0;
            if(!stp_err && !strt_glitch && !par_err) begin
                data_valid = 1'b1;  
            end else begin
                data_valid = 1'b0;  
        end
        end
        default: begin
            enable = 1'b0;
            par_chk_en = 1'b0;
            strt_chk_en = 1'b0;
            stp_chk_en = 1'b0;
            dat_samp_en = 1'b0;
            deser_en = 1'b0;
            data_valid = 1'b0;
        end
    endcase
end
endmodule
module UART_RX(
    input clk,
    input rst_n,
    input RX_IN,
    input PAR_EN,
    input PAR_TYP,
    input [5:0] prescale,
    output [7:0] P_DATA,
    output par_err,
    output stp_err,
    output data_valid
);
    wire [3:0] bit_cnt;
    wire [5:0] edge_cnt;
    wire strt_glitch;
    wire enable;
    wire par_chk_en;
    wire strt_chk_en;
    wire stp_chk_en;
    wire dat_samp_en;
    wire deser_en;
    wire sampled_bit;
    edge_bit_counter u_edge_bit_counter (
        .clk(clk),
        .rst_n(rst_n),
        .enable(enable),
        .PAR_EN(PAR_EN),
        .prescale(prescale),
        .edge_cnt(edge_cnt),
        .bit_cnt(bit_cnt)
    );
    FSM u_fsm (
        .clk(clk),
        .rst_n(rst_n),
        .RX_IN(RX_IN),
        .PAR_EN(PAR_EN),
        .bit_cnt(bit_cnt),
        .edge_cnt(edge_cnt),
        .prescale(prescale),
        .par_err(par_err),
        .stp_err(stp_err),
        .strt_glitch(strt_glitch),
        .enable(enable),
        .par_chk_en(par_chk_en),
        .strt_chk_en(strt_chk_en),
        .stp_chk_en(stp_chk_en),
        .dat_samp_en(dat_samp_en),
        .deser_en(deser_en),
        .data_valid(data_valid)
    );
    data_sampling u_data_sampling (
        .clk(clk),
        .rst_n(rst_n),
        .RX_in(RX_IN),
        .dat_samp_en(dat_samp_en),
        .prescale(prescale),
        .edge_cnt(edge_cnt),
        .sampled_bit(sampled_bit)
    );
    deserializer u_deserializer (
        .clk(clk),
        .rst_n(rst_n),
        .deser_en(deser_en),
        .sampled_bit(sampled_bit),
        .P_DATA(P_DATA)
    );
    parity_check u_parity_check (
        .clk(clk),
        .rst_n(rst_n),
        .par_chk_en(par_chk_en),
        .PAR_TYP(PAR_TYP),
        .data_in(P_DATA),  
        .sampled_bit(sampled_bit),
        .par_err(par_err)
    );
    start_check u_start_check (
        .clk(clk),
        .rst_n(rst_n),
        .strt_chk_en(strt_chk_en),
        .sampled_bit(sampled_bit),
        .strt_glitch(strt_glitch)
    );
    stop_check u_stop_check (
        .clk(clk),
        .rst_n(rst_n),
        .stp_chk_en(stp_chk_en),
        .sampled_bit(sampled_bit),
        .stp_err(stp_err)
    );
endmodule
module data_sampling(
    input clk,
    input rst_n,
    input RX_in,
    input dat_samp_en,
    input [5:0] prescale,
    input [5:0] edge_cnt,
    output sampled_bit
);
reg [2:0] buffered_samples;
always @(posedge clk or negedge rst_n) begin
    if(!rst_n) begin
        buffered_samples <= 0;
    end
    else if(dat_samp_en) begin
        if(edge_cnt == ((prescale >> 1)-1)
        ) begin
            buffered_samples[0] <= RX_in;  
        end
        else if (edge_cnt == (prescale >> 1)) begin
            buffered_samples[1] <= RX_in;  
        end
        else if (edge_cnt == ((prescale >> 1)+1)) begin
            buffered_samples[2] <= RX_in;  
        end
    end
end 
assign sampled_bit = ((buffered_samples == 3'h3) | (buffered_samples == 3'h5) | (buffered_samples == 3'h6) | (buffered_samples == 3'h7));   
endmodule 
module deserializer(
    input clk,
    input rst_n,
    input deser_en,
    input sampled_bit,
    output [7:0] P_DATA
);
integer i = 0;
reg [7:0] shift_reg;
always @(posedge clk or negedge rst_n) begin
    if(!rst_n) begin
        shift_reg <= 0;
    end
    else if(deser_en) begin
        for(i = 7; i > 0; i = i - 1) begin
            shift_reg[7] <= sampled_bit;
            shift_reg[i-1] <= shift_reg[i];
        end
    end
end
assign P_DATA = shift_reg;
endmodule
module edge_bit_counter(
    input clk,
    input rst_n,
    input enable,
    input PAR_EN,
    input [5:0] prescale,
    output reg [3:0] bit_cnt,
    output reg [5:0] edge_cnt
);
always @(posedge clk or negedge rst_n) begin
    if(!rst_n) begin
        bit_cnt <= 4'b0;
        edge_cnt <= 5'b0;
    end
    else if(enable) begin
        edge_cnt <= edge_cnt + 1;  
        if(edge_cnt == prescale - 1) begin
            if(PAR_EN) begin
                if(bit_cnt <  4'ha) begin
                    bit_cnt <= bit_cnt + 1;  
                end
                else begin
                    bit_cnt <= 4'b0;
                end
            end 
            else begin
                if(bit_cnt <  4'h9) begin
                    bit_cnt <= bit_cnt + 1;  
                end
                else begin
                    bit_cnt <= 4'b0;
                end
            end
            edge_cnt <= 5'b0;  
        end
    end
end
endmodule   
module parity_check(
    input clk,
    input rst_n,
    input par_chk_en,
    input PAR_TYP,
    input [7:0] data_in,
    input sampled_bit,
    output reg par_err
);
reg parity_bit;
always @(posedge clk or negedge rst_n) begin
    parity_bit <= sampled_bit;
    if(!rst_n) begin
        parity_bit <= 0;
        par_err <= 0;
    end
    else if(par_chk_en) begin
        if(PAR_TYP == 1'b1) begin  
            par_err <= (parity_bit == ^data_in);
        end 
        else begin  
            par_err <= (parity_bit == ~^data_in);
        end
    end
end
endmodule
module start_check(
    input clk,
    input rst_n,
    input strt_chk_en,
    input sampled_bit,
    output reg strt_glitch
);
always @(posedge clk or negedge rst_n) begin
    if(!rst_n) begin
        strt_glitch <= 0;
    end
    else if((sampled_bit == 1'b1) && strt_chk_en) begin
        strt_glitch <= 1'b1;
    end
    else begin
        strt_glitch <= 1'b0; 
    end
end
endmodule
module stop_check(
    input clk,
    input rst_n,
    input stp_chk_en,
    input sampled_bit,
    output reg stp_err
);
always @(posedge clk or negedge rst_n) begin
    if(!rst_n) begin
        stp_err <= 0;
    end
    else if(stp_chk_en) begin
        if(sampled_bit == 1'b0) begin
            stp_err <= 1'b1;
        end
        else begin
            stp_err <= 1'b0;
        end
    end
end
endmodule
==> run_results.csv <==
group,metric,value,unit
outcome,status,"finished clean",
clock_tree,clk_pin_slew,0.07,ns
min_path,hp-start,"u_data_sampling.buffered_samples[0]",
synth,synth_cell_types,53,
die,pin_count,22,
placement,hpwl,3480,um
synth,yosys-stat-area,0.00220,mm2
final_timing,timing.hold.ws,0.513,ns
run,warning_count,30,
finish,layout_top_cell,"dfrtp_1",
worst_setup_path,critPathLaunchType,"input port",
worst_setup_path,rr_worst_depth,6,
placement,place_area,0.00244,mm2
clock_tree,post_cts_buffers,0,
synth,logic_family,"simple AND/OR/NAND/NOR gates",
min_path,hold_end,"u_data_sampling.buffered_samples[0]",
grt,grt_antenna_before_repair,0,
route,drt_iter0_drc,83,
die,die_w,76.1,um
route,firstDrtPassIters,4,
clock_tree,htree_levels,2,
grt,grt_pass1_vias,1553,
synth,ys_cells,231,
worst_setup_path,timing.rr.start,"u_edge_bit_counter.edge_cnt[0]",
synth,simple_gate_share,0.161,
synth,synth-async-reset-ratio,1.00,
synth,ff_type,"dfrtp_1",
clock_tree,cts_buffers,5,
final_timing,relSlewSlack,0.437,
synth,xor_area_frac,0.115,
route,vias,1727,
synth,synth_top_area_share,0.330,
die,rows,26,
route,drtAntennaViolNets,0,
grt,grt_usage,0.176,
worst_setup_path,crit_fanout,12,
finish,seq_area,752,um2
synth,synth_cells,231,
run,max_cap_viol_count,0,
clock_tree,clockRootBuffer,"clkbuf_8",
power,finalPower,1.38,mW
finish,largest_reg_flops,8,
grt,globalRouteOverflowTotal,0,
die,dieArea,0.00579,mm2
clock_tree,post_cts_resized,0,
worst_setup_path,required,4.66,ns
finish,fillers,498,
synth,synth-edff-count,0,
min_path,hold_depth,1,
placement,dp.cells,312,
synth,mux_share,0.0798,
route,diodes,0,
finish,finalNonFillerCells,320,
placement,numPortBuffers,21,
final_timing,rsz0062_at_grt,"no",
synth,top_cells_by_area,"dfrtp_1 (33%), ha_1 (9.1%), xnor2_1 (6.8%)",
synth,netlist_area,0.00220,mm2
finish,lay_top_cells,"dfrtp_1 (29), nand2_1 (22), clkdlybuf4s50_1 (21)",
grt,grt_pass1_wl,8000,um
grt,grt_max_degree,31,
power,leakage,1.08,nW
die,dieHeight,76.1,um
worst_setup_path,r2r_slack,2.03,ns
route,drt-wirelength-per-cell,14.8,um
final_timing,setup_tns,0,ns
worst_setup_path,cp-end-kind,"flip-flop",
final_timing,finalClockSkew,0.00503,ns
worst_setup_path,cp_data_arrival_time,3.66,ns
synth,yosysWarnings,7,
final_timing,hold_viol,0,
clock_tree,cts_tree,"yes",
final_timing,period_needed,3.50,ns
power,powerDensity,534,mW/mm2
die,fp_util,0.422,
synth,top_area_cell,"dfrtp_1",
final_timing,slew_violations,0,
clock_tree,clock_latency,0.28,ns
synth,ys_ff,30,
synth,aoi_share,0.152,
clock_tree,cts_hold_buf,0,
route,drc,0,
route,drt-total-wl,4750,um
finish,syn_to_final_growth,17.8,%
finish,comb_area,0.00132,mm2
final_timing,tightest_slew,0.844,ns
worst_setup_path,r2r-end,"u_edge_bit_counter.bit_cnt[3]",
synth,avgSynthCellArea,9.51,um2
final_timing,period_used_share,0.778,
synth,yosysSeqAreaShare,0.342,
final_timing,setup_viol,0,
finish,design_area,0.00259,mm2
worst_setup_path,crit_type,"in2reg",
final_timing,fmax,286,MHz
route,avgViaCountPerCell,5.40,
clock_tree,cts.sinks,30,
min_path,hold_class,"reg2reg",
power,ir_drop,0.000289,V
finish,layout-drive-gt1-share,0.128,
clock_tree,clock_path_buffers,2,
die,core,0.00520,mm2
placement,gp_congestion,0.932,
synth,synthAdderAreaFrac,0.0957,
-- metrics by stage --
stage | setup WS [ns] | utilization
5_1_grt | 0.641 | 0.497
3_3_place_gp | 0.759 | 0.470
6_report | 0.997 | 0.497
3_5_place_dp | 0.751 | 0.470
2_1_floorplan | 1.89 | -
4_1_cts | 1.02 | 0.497
-- final cells by class --
class                   count  share of cell area
clock buffers               6              0.0319
clock inverters             2              0.0232
inverters                  15              0.0218
multi-input cells         174               0.512
flip-flops and latches     30               0.291
well taps                  70              0.0338
repair buffers             23              0.0870
-- per-layer routing --
layer / vias to the layer above / wire length (um) / global-route usage
met3: 7 / 241 / 0.0268
li1: 858 / - / -
met5: - / 0 / 0
met4: 0 / 61 / 0.0192
met2: 47 / 2080 / 0.256
met1: 815 / 2360 / 0.294
-- kinds of logic after synthesis --
logic type | count (synthesis)
AND-OR/OR-AND | 44
XOR/XNOR | 28
adder cells (fa/ha/maj) | 17
buffers and inverters | 27
flip-flops | 30
multiplexers | 16
AND/OR/NAND/NOR | 69
-- power by group --
group | switching, mW | internal [mW]
combinational | 0.301 | 0.260
clock | 0.100 | 0.236
sequential | 0.130 | 0.354
-- worst max path at each step --
stage                        from                             end  slack, ns  cells after the start
after CTS             prescale[2]  u_edge_bit_counter.edge_cnt[2]       1.02                      8
after global routing  prescale[2]  u_edge_bit_counter.edge_cnt[2]       0.64                      8
final                 prescale[1]   u_edge_bit_counter.bit_cnt[3]        1.0                      8
-- cell usage after synthesis, types with 2 or more instances --
cell type and number:
a21boi_0 2, a21oi_1 2, buf_2 5, clkbuf_1 4, dfrtp_1 29, ha_1 16
inv_1 15, mux2_2 12, mux2i_1 4, nand2_1 22, nand2b_1 5, nand3_1 6
nand3b_1 2, nand4_1 2, nor2_1 11, nor2b_1 2, nor3_1 8, nor4_1 2
o2111ai_1 2, o211ai_1 7, o21ai_0 12, o221ai_1 2, o22ai_1 2, o31ai_1 2
or2_2 2, xnor2_1 17, xor2_1 10
-- worst max-delay path, stage by stage --
cell and delay, ns:
clkdlybuf4s50_1 0.58, inv_1 0.17, ha_1 0.32, xnor2_1 0.13
a311oi_1 0.26, o2111ai_1 0.45, or2_2 0.50, o32a_1 0.35
Power and IR drop assume default switching activity.
